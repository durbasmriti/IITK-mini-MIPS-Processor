==> design/flow/design.v <==
`timescale 1ns / 1ps
module Instruction_fetch(
    input clk,
    input reset,
    input [31:0] branch_target,
    input branch_taken,
    output [31:0] instruction,
    output [31:0] pc_plus_4
);
reg [31:0] PC;
wire [31:0] next_pc;
reg [31:0] inst_mem [0:64];
assign next_pc = branch_taken ? branch_target : (PC + 4);
assign pc_plus_4 = PC + 4;
always @(posedge clk or posedge reset) begin
    if (reset) begin
        PC <= 32'h0000_0000;
    end else begin
        PC <= next_pc;
    end
end
assign instruction = inst_mem[PC[15:2]];  
endmodule
==> design/flow/run.sh <==
#!/bin/bash
# OpenROAD 26Q1-2900-gdf79404cd8, Yosys 0.63+post, stock flow scripts
make -C /OpenROAD-flow-scripts/flow DESIGN_CONFIG=/design/flow/config.mk WORK_HOME=/design/flow/orfs finish
==> design/flow/config.mk <==
export PLATFORM = sky130hd
export DESIGN_NAME = Instruction_fetch
export DESIGN_NICKNAME = Instruction_fetch
export VERILOG_FILES = /design/flow/design.v
export SDC_FILE = /design/flow/constraint.sdc
export NUM_CORES = 4
export LEC_CHECK = 1
export CORE_UTILIZATION = 40
==> design/flow/constraint.sdc <==
current_design Instruction_fetch

set clk_period 5.7
set clk_io_pct 0.2

create_clock -name clk0 -period $clk_period [get_ports {clk}]

set non_clock_inputs [all_inputs -no_clocks]
set_input_delay [expr $clk_period * $clk_io_pct] -clock clk0 $non_clock_inputs
set_output_delay [expr $clk_period * $clk_io_pct] -clock clk0 [all_outputs]
==> impl_metrics.yaml <==
# synthesis and place-and-route metrics
synth:
  synth_top_area_share: 0.369
  synth_cell_types: 33
  fa_ha_area_frac: 0.00577
  yosys_area_um2: 2170
  syn_inst: 238
  netlist_area_um2: 2170
  yosysSeqAreaShare: 0.369
  async_flop_share: 1.00
  xor_share: 0.0727
  yosys.area_share.simple: 0.236
  synth-seq-cells: 32
  yosysTopAreaCell: "dfrtp_1"
  aoi_share: 0.0814
  edf_count: 0
  ys.flop_type: "dfrtp_1"
  area_leaders: "dfrtp_1, buf_4, mux2_2"
  ys_cells: 238
  top_logic_kind: "simple AND/OR/NAND/NOR gates"
  yosysWarnings: 1
  syn_area_per_cell_um2: 9.11
  synthMuxAreaShare: 0.0883
routing:
  first_pass_iters: 4
  ant_nets: 0
  viasPerCell: 4.90
  drc: 0
  antenna_cells: 0
  drt_wl_total_um: 4940
  vias: 1824
  first_iter_violations: 103
  wl_per_cell_um: 13.3
hold_path:
  hold_path.class: "register to register"
sta:
  timing.final.ws_setup_ns: 1.66
  setup_viol: 0
  period_used_share: 0.709
  hold_violations: 0
  worst-slew-pin-transition_ns: 0.895
  period_needed_ns: 4.04
  fmax_mhz: 247
  grt_setup_unrepaired: "false"
  maxSlewViolCount: 0
  setup-tns-final_ns: 0
  finalClockSkew_ns: 0.00680
  relSlewSlack: 0.398
place:
  globalplace.congestion: 0.808
  placed_area_um2: 2760
  dp_hpwl_um: 3570
  place_ws_ns: 1.97
  portBuffers: 66
run:
  log.warning_count: 25
  maxCapViolCount: 0
clock_tree:
  cts_setup_buffers: 0
  holdBufCountCts: 0
  cts-buffers-inserted: 5
  ctsResizeCount: 0
  clk_pin_slew_ns: 0.07
  clock_sinks: 32
  cts-root-buf: "clkbuf_8"
  cts_tree: "built"
  clockBufferDepth: 2
  clock_latency_ns: 0.28
  htree_levels: 2
die:
  initial_core_util: 0.419
  boundaryPins: 99
  core_area_um2: 5170
  core.rowCount: 26
  chipArea_um2: 5720
  dieWidth_um: 75.6
  die_y_um: 75.6
grt:
  gr-usage-all-layers: 0.189
  grt_pass1_wl_um: 7900
  grt_max_degree: 33
  grt_pass1_vias: 1702
  grt_overflow_total: 0
  antenna_found_initial: 0
layout:
  num-fill-cells: 450
  syn2layout_area_growth_pct: 32.9
  largest_reg_flops: 32
  seqCellArea_um2: 801
  drive_above_1_share: 0.103
  final_area_um2: 2880
  layout.area.comb_um2: 1170
  top_register: "PC"
  reg_top3: "PC: 32 flops"
setup_path:
  cp-start-kind: "register"
  path_max_fanout: 12
  critPathKind: "register to primary output"
  critPathMaxStageDelay_ns: 0.71
  slowest_stage: "or4_1"
  worstPathArrival_ns: 2.90
  required_ns: 4.56
  worst_setup_path_end_kind: "primary output"
  crit_path_cell_trace: "nand4_1 -> or4_1 -> or4b_1 -> nand2_1 -> clkdlybuf4s50_1"
power_and_ir_drop:
  peakVddDrop_mv: 0.133
  p_int_uw: 514
  switching_share: 0.254
  power_density_nw_per_um2: 239
  power_switching_uw: 175
  power_leakage_nw: 1.17
  p_clk_frac: 0.350
  p_comb_frac: 0.240
  seqPwrFrac: 0.410
run_status:
  status: "complete, no violations"
logic make-up (layout without fill, tap and decap cells):
kind of cell	count (synthesis)	in the layout
AOI/OAI and AO/OA	25	25
xor gates and xnor gates	18	18
adders and majority gates	1	1
buffers and inverters	49	82
DFF	32	32
muxes	17	17
other	1	32
and+or+nand+nor	95	95
layout by cell type, fill, tap and decap left out, types with 2 or more instances in the layout:
cell / instances
or4_1: 6
clkbuf_8: 7
nor3_1: 3
conb_1: 32
a31oi_1: 10
xnor2_1: 11
xor2_1: 7
a221o_1: 4
nor2_1: 16
mux2_2: 17
nand3_1: 10
buf_4: 2
and4_1: 3
nor2b_1: 4
o31ai_1: 5
nand4_1: 10
dfrtp_1: 32
inv_1: 5
nor4_1: 8
or3_1: 2
and3_1: 4
clkdlybuf4s50_1: 66
nand2_1: 24
o21ai_0: 4
per-stage QoR:
step	hold slack (ns)	utilization	power, mW	instances
final	0.510	0.557	0.690	372
after global routing	0.542	0.557	0.731	372
after CTS	0.514	0.557	0.696	372
after detailed placement	0.498	0.533	0.452	364
after global placement	0.491	0.533	0.453	364
after floorplan	0.482	-	0.369	269
final cells by class:
type,instances,area share
clock inverter,1,0.0104
tap,70,0.0304
sequential,32,0.278
timing repair buffer,68,0.234
inverter,6,0.00781
clock buffer,7,0.0334
multi-input combinational,188,0.406
cells in the mapped netlist, drive strengths merged, types with 6 or more instances:
cell / instances
clkbuf: 7
a31oi: 10
or4: 6
nor4: 9
xor2: 7
buf: 36
mux2: 17
nor2: 16
nand4: 10
dfrtp: 32
nand2: 24
xnor2: 11
nand3: 11
worst max-delay path, delay by kind of cell (launching register included):
| family | cells | cell delay [ns] |
|---|---|---|
| AND/OR/NAND/NOR | 4 | 1.75 |
| buffers and inverters | 1 | 0.46 |
| flip-flops | 1 | 0.42 |
power by group through the flow:
stage | clock network, mW | logic [mW] | registers [mW]
6_report | 0.241 | 0.165 | 0.283
5_1_grt | 0.257 | 0.186 | 0.288
4_1_cts | 0.245 | 0.168 | 0.283
path summary, 6_finish.rpt:
kind / to / startpoint / cells past startpoint / slack, ns
hold / removal: PC[0] / PC[0] / 1 / 0.51
min in group asynchronous: PC[3] / reset / 3 / 1.25
setup reg to reg: PC[27] / PC[6] / 4 / 3.34
max in group asynchronous: PC[25] / reset / 3 / 4.15
hold reg to reg: PC[0] / PC[0] / 1 / 0.51
setup / recovery: pc_plus_4[24] / PC[6] / 5 / 1.66
layer usage:
metal / GRT usage / vias to the layer above / part of all wire
li1: - / 912 / -
met1: 0.281 / 836 / 0.49
met2: 0.302 / 72 / 0.44
met3: 0.0402 / 4 / 0.062
met4: 0.0226 / 0 / 0.0067
met5: 0 / - / 0
No activity file was given, so power comes from the tool's default toggle rates.
