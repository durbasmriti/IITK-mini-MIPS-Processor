### ./config.mk
export PLATFORM = sky130hd
export DESIGN_NAME = register_file
export DESIGN_NICKNAME = register_file
export VERILOG_FILES = /design/flow/design.v
export SDC_FILE = /design/flow/constraint.sdc
export NUM_CORES = 4
export LEC_CHECK = 1
export CORE_UTILIZATION = 30
### ./constraint.sdc
current_design register_file

set clk_period 10.3
set clk_io_pct 0.2

create_clock -name clk0 -period $clk_period [get_ports {clk}]

set non_clock_inputs [all_inputs -no_clocks]
set_input_delay [expr $clk_period * $clk_io_pct] -clock clk0 $non_clock_inputs
set_output_delay [expr $clk_period * $clk_io_pct] -clock clk0 [all_outputs]
### ./design.v
`timescale 1ns / 1ps
module register_file(
    input clk,
    input reset,
    input [4:0] gpr_read_addr1,
    input [4:0] gpr_read_addr2,
    output reg [31:0] gpr_read_data1,
    output reg [31:0] gpr_read_data2,
    input [4:0] gpr_write_addr,
    input [31:0] gpr_write_data,
    input gpr_write_en,
    input [4:0] fpr_read_addr1,
    input [4:0] fpr_read_addr2,
    output reg [31:0] fpr_read_data1,
    output reg [31:0] fpr_read_data2,
    input [4:0] fpr_write_addr,
    input [31:0] fpr_write_data,
    input fpr_write_en,
    input mtc1_en,         
    input mfc1_en,         
    input [4:0] move_reg   
);
reg [31:0] gpr [0:31];
reg [31:0] fpr [0:31];
always @(*) begin
    if (gpr_read_addr1 == 5'b0)
        gpr_read_data1 = 32'b0;  
    else
        gpr_read_data1 = gpr[gpr_read_addr1];
    if (gpr_read_addr2 == 5'b0)
        gpr_read_data2 = 32'b0;  
    else
        gpr_read_data2 = gpr[gpr_read_addr2];
end
always @(*) begin
    fpr_read_data1 = fpr[fpr_read_addr1];
    fpr_read_data2 = fpr[fpr_read_addr2];
end
always @(posedge clk or posedge reset) begin
    if (reset) begin:my_new_block
        integer i;
        for (i = 0; i < 32; i = i + 1)
          begin
          gpr[i] <= 32'b0;
          end
        gpr[29] <= 32'h80000000;   
        gpr[28] <= 32'h10008000;   
        gpr[30] <= 32'h00000000;   
    end:my_new_block
    else begin
        if (gpr_write_en && (gpr_write_addr != 5'b0)) begin
            gpr[gpr_write_addr] <= gpr_write_data;
        end
        if (mfc1_en && (move_reg != 5'b0)) begin
            gpr[move_reg] <= fpr[fpr_read_addr1];
        end
    end
end
always @(posedge clk or posedge reset) begin
    if (reset) begin : my_initial_block
     integer i;
        for (i = 0; i < 32; i = i + 1)
        begin
            fpr[i] <= 32'b0;
         end
    end:my_initial_block
    else begin
        if (fpr_write_en) begin
            fpr[fpr_write_addr] <= fpr_write_data;
        end
        if (mtc1_en) begin
            fpr[move_reg] <= gpr[gpr_read_addr1];
        end
    end
end
endmodule
### ./run.sh
#!/bin/bash
# OpenROAD 26Q1-2900-gdf79404cd8, Yosys 0.63+post, stock flow scripts
make -C /OpenROAD-flow-scripts/flow DESIGN_CONFIG=/design/flow/config.mk WORK_HOME=/design/flow/orfs finish
==> summary.txt <==
Implementation progress

Summing all multiplexer cells gives an area fraction of 12.5%. After synthesis the cells add up to 0.127 mm2. The root buffer cell chosen for the clock tree is sky130_fd_sc_hd__clkbuf_16.

The XOR/XNOR share of the synthesized area stands at 0%. TritonCTS built the clock tree. The tightest min-delay check is of the reg -> reg type. The worst hold path terminates at gpr[0][31]. The worst register-to-register path begins at gpr[28][16].

The floorplan die height stands at 652 um. CTS saw 2,048 sinks. The count of max-cap constraint violations stands at 0. The buffers inserted during post-CTS setup optimization stands at 0.

In the global route stage, met1 resource usage came out at between 50% and 60%. Hold repair after CTS inserted 0 buffers. The biggest area contributor in the post-synthesis netlist is sky130_fd_sc_hd__dfrtp_1. The H-tree level count stands at 4. The placeable core area stands at 0.420 mm2. The clock passes through at most 4 buffers. The depth of the worst hold-timing path stands at 0. Routability-driven placement finished with a final weighted congestion of 1.06. After detailed routing, the average wire length per cell comes to about 46 um. The clock skew after layout stands at 0.0646 ns. The final report gives the core utilization as 35.0%.

The average instance in the mapped netlist occupies 8.88 um2. The fraction of power consumed by sequential logic stands at 42.4%. The synthesized netlist devotes between 10% and 20% of its cell area to simple gates. After clock tree synthesis, the clock-pin slew on the worst setup and hold paths is 0.06 ns. Hold timing on the final database bottoms out at a slack of 0.375 ns. The worst setup path is launched from an input port. Once layout is done, the placed cells without fillers occupy 0.147 mm2. Subtracting the final worst setup slack from the clock period gives 9.18 ns. The switching component of the power was reported as between 10 and 15 mW. The sequential element share of the synthesized area stands at 40.4%. The final number of setup-violating endpoints stands at 0. The proportion of layout cells with a drive suffix above 1 stands at around a fifth.

In the final timing run, aggregate negative setup slack is 0 ns. The clock network is responsible for 30.9% of the overall power. After synthesis, the cell types taking the most area are sky130_fd_sc_hd__dfrtp_1 40%, sky130_fd_sc_hd__mux2_2 9.5%, sky130_fd_sc_hd__a22oi_1 7.4%, sky130_fd_sc_hd__nand2_1 4.7%, sky130_fd_sc_hd__clkbuf_1 4.0%. The measured slew at the worst slew-check pin stands at 1.27 ns. In this run the most used layer during global routing was met2. The via count of the first global-routing pass stands at 129,091. In the synthesized netlist the dominant register cell turns out to be sky130_fd_sc_hd__dfrtp_1. The count of mapped cells out of synthesis stands at ~14,000. Per the cell usage report, the commonest logic cells after layout are 2,045 x sky130_fd_sc_hd__dfrtp_1, 1,554 x sky130_fd_sc_hd__nand2_1, 1,243 x sky130_fd_sc_hd__a22oi_1, 1,068 x sky130_fd_sc_hd__mux2_2, 933 x sky130_fd_sc_hd__o21ai_0. The skew report gives the latency at the later pin of the worst-skew pair as a little over 1 ns.

The die boundary width stands at 652 um. The worst setup path is captured at an output pin. The first global-routing pass estimated 1200 mm of wire. The highest fanout seen on the critical path stands at 33. Summing the areas of all fa, ha and maj instances in the mapped netlist gives 0% of the synthesized area. After synthesis, the netlist uses 80 different library cells. 233 I/O pins were placed. Compared with the post-synthesis result, the final layout area differs by 15.8%.

STA lists the endpoint of the worst register-to-register path as fpr[19][16]. In this run, the number of DRC markers left after iteration 0 of detailed routing was between 15,000 and 20,000. Per the synth stats, the proportion of register bits with asynchronous set or reset is 100%. Setup repair after global routing left no endpoint under its margin. Of the total power, the share spent switching nets is 38.1%. The global routing report lists met3 layer usage as 26.1%. The number of cells on the worst reg-to-reg path is 7.

Warnings raised by the tools during the run amount to 77. The global routing report lists met2 layer usage as 56.2%. Yosys printed 3 warnings.

The hold violation total from the final report stands at 0. The startpoint identified for the worst hold timing path is gpr[0][31]. The placement stage leaves a total instance area of around 0.14 mm2. Per the detail_route report, vias per standard cell equal 6.94. In the log, the iteration count for the first detailed-route pass is 12. The number of antenna violations at the first check in global routing stands at between 100 and 150. The relative slew slack stands at 14.7%. The count of pins over their slew limit stands at 0.

The critical path is of the in -> out type. Summed over all routing layers, the global router reports a total usage of 43.1%. The number of resized instances in the post-cts repair step stands at 0. The share of the cycle needed by the critical path after routing stands at 89.1%.

The maximum number of pins on one net before global-route repair stands at 122. In this run the power density over the cells is roughly 220 mW/mm2. The sum of net half-perimeters after detailed placement stands at 576 mm. The total number of placement rows stands at between 200 and 250. In this run the register-to-register setup slack is 6.80 ns. The flow ran to the end, and the final reports show no timing, DRC or antenna violations. The design internal power stands at 19.7 mW. In this run the tool buffered the top-level ports with 232 buffer cells. The synthesis area per yosys stands at between 0.1 and 0.15 mm2.

For this run, the top clock speed supported by timing is 0.109 GHz. Leaving out fill and tap cells, the most frequent cell in the layout is sky130_fd_sc_hd__dfrtp_1. VDD sags by at most 0.169 mV.

In the routed design, unresolved DRC markers number 0. The count of library flops with an enable pin stands at 0. The number of clock buffers added by TritonCTS is between 200 and 250. The leakage component of the power was reported as 62.2 nW. The total wire length stands at 914 mm. The floorplan die area stands at 0.426 mm2.

According to the timing report, the data required time at the worst endpoint equals 8.24 ns. The synthesized netlist devotes 24.7% of its cell area to compound gates. The count of nets left with antenna violations once routing finished came out at 0. The part of the power in combinational logic stands at 26.7%.

The data arrival time reported for the critical path is 7.12 ns. The synthesis run identifies the leading combinational cell family as AND-OR/OR-AND gates. In the final layout, the fill cell count is roughly 42,000. The routed layout has 137,201 vias. The yosys stat cell total stands at 14,285. In this run, synthesis produced a sequential element count of 2,048.

Recorded from the global router log, the overflow total was 0. The fraction of the core area occupied by cells at floorplan stands at 30.2%. Summed over its instances, the top area cell type makes up 40.3% of the synthesized netlist area.
synthesized netlist by cell type (59+ instances only):
| master | count |
|---|---|
| sky130_fd_sc_hd__buf_1 | 87 |
| sky130_fd_sc_hd__mux2_2 | 1068 |
| sky130_fd_sc_hd__nand3_1 | 199 |
| sky130_fd_sc_hd__a221oi_1 | 59 |
| sky130_fd_sc_hd__a211oi_1 | 590 |
| sky130_fd_sc_hd__nor2_1 | 487 |
| sky130_fd_sc_hd__a31oi_1 | 318 |
| sky130_fd_sc_hd__clkbuf_1 | 1338 |
| sky130_fd_sc_hd__dfrtp_1 | 2045 |
| sky130_fd_sc_hd__nor3_1 | 131 |
| sky130_fd_sc_hd__o21ai_0 | 933 |
| sky130_fd_sc_hd__a21oi_1 | 844 |
| sky130_fd_sc_hd__a22oi_1 | 1244 |
| sky130_fd_sc_hd__buf_2 | 228 |
| sky130_fd_sc_hd__nand4_1 | 253 |
| sky130_fd_sc_hd__nand2_1 | 1597 |
| sky130_fd_sc_hd__o21ai_1 | 84 |
| sky130_fd_sc_hd__o22ai_1 | 353 |
| sky130_fd_sc_hd__and3_1 | 648 |
| sky130_fd_sc_hd__a2111oi_0 | 211 |
| sky130_fd_sc_hd__mux2i_1 | 384 |
| sky130_fd_sc_hd__nor2b_1 | 604 |
worst max path at each step:
stage / from / slack (ns) / end
CTS: gpr_read_addr1[0] / 1.32 / gpr_read_data1[18]
finish: fpr_read_addr1[2] / 1.12 / fpr_read_data1[22]
global route: fpr_read_addr1[0] / 1.29 / fpr_read_data1[20]
state kept, by name (all words and copies together), names as in the netlist:
register and flops:
gpr 1024, fpr 1024
logic make-up (layout without fill, tap and decap cells):
family,Yosys count,in the layout
DFF,2048,2048
and+or+nand+nor,4228,4228
buffers and inverters,1751,1476
other,0,118
AOI/OAI and AO/OA,4805,4805
muxes,1453,1453
area by class of cell:
| type | instances | area [um2] | share of cell area (%) |
|---|---|---|---|
| diodes | 118 | 295 | 0.201 |
| clock buffers | 337 | 6980 | 4.75 |
| clock inverters | 109 | 1780 | 1.21 |
| inverters | 31 | 120 | 0.0817 |
| multi-input cells | 10486 | 70900 | 48.2 |
| flip-flops and latches | 2048 | 51300 | 34.9 |
| well taps | 5640 | 7060 | 4.80 |
| repair buffers | 999 | 8590 | 5.85 |
stage by stage:
step / setup WS, ns / cells / total power [mW]
after floorplan: -20.19 / 14285 / 17.3
after global placement: 0.868 / 19202 / 21.5
after detailed placement: 1.31 / 19203 / 21.5
after CTS: 1.32 / 19649 / 31.3
after global routing: 1.29 / 19667 / 32.7
final: 1.12 / 19768 / 31.8
power groups by stage:
stage | clock network (mW) | logic [mW] | registers, mW
after CTS | 9.81 | 8.19 | 13.3
after global routing | 10.1 | 9.09 | 13.6
final | 9.85 | 8.49 | 13.5
critical path, stage by stage:
cell                              delay (ns)
sky130_fd_sc_hd__buf_2                  0.61
sky130_fd_sc_hd__buf_4                  0.43
sky130_fd_sc_hd__nand3b_1               0.47
sky130_fd_sc_hd__nor2_2                 0.70
sky130_fd_sc_hd__buf_4                  0.64
sky130_fd_sc_hd__a22oi_1                0.23
sky130_fd_sc_hd__nand4_1                0.16
sky130_fd_sc_hd__nor3_2                 0.09
sky130_fd_sc_hd__buf_4                  0.26
sky130_fd_sc_hd__a21boi_0               0.58
sky130_fd_sc_hd__buf_4                  0.33
sky130_fd_sc_hd__clkdlybuf4s50_1        0.49
per-layer routing:
layer / routed length, um / share of wire (%) / vias to the layer above
met5: 1470 / 0.16 / -
met4: 88800 / 9.7 / 72
met3: 147000 / 16 / 4284
met2: 359000 / 39 / 12636
met1: 318000 / 35 / 67659
li1: - / - / 52550
No activity file was given, so power comes from the tool's default toggle rates.
