File: /design/flow/config.mk
export PLATFORM = sky130hd
export DESIGN_NAME = data_memory
export DESIGN_NICKNAME = data_memory
export VERILOG_FILES = /design/flow/design.v
export SDC_FILE = /design/flow/constraint.sdc
export NUM_CORES = 4
export LEC_CHECK = 1
export CORE_UTILIZATION = 50
File: /design/flow/constraint.sdc
current_design data_memory

set clk_period 3.0
set clk_io_pct 0.2

create_clock -name clk0 -period $clk_period [get_ports {clk}]

set non_clock_inputs [all_inputs -no_clocks]
set_input_delay [expr $clk_period * $clk_io_pct] -clock clk0 $non_clock_inputs
set_output_delay [expr $clk_period * $clk_io_pct] -clock clk0 [all_outputs]
File: /design/flow/design.v
`timescale 1ns / 1ps
module data_memory (
    input clk,
    input reset,
    input mem_read,
    input mem_write,
    input [31:0] address,
    input [31:0] write_data,
    output reg [31:0] read_data
);
    reg [31:0] memory [0:255];
    always @(posedge clk or posedge reset) begin
        if (reset) begin:my_block
            integer i;
            for (i = 0; i < 256; i = i + 1) begin
                memory[i] <= 32'b0;
            end
        end:my_block
        else begin
            if (mem_read) begin
                read_data <= memory[address[7:0]];  
            end
            if (mem_write) begin
                memory[address[7:0]] <= write_data;  
            end
        end
    end
endmodule
File: /design/flow/run.sh
#!/bin/bash
# OpenROAD 26Q1-2900-gdf79404cd8, Yosys 0.63+post, stock flow scripts
make -C /OpenROAD-flow-scripts/flow DESIGN_CONFIG=/design/flow/config.mk WORK_HOME=/design/flow/orfs finish
==> metrics.csv <==
metric;value;unit
powerDensity;552;mW/mm^2
period_minus_slack;4.74;ns
wl;2060000;um
max_slew.worst_pin.slew;1.60;ns
dieArea;0.728;sq mm
root_buffer;clkbuf_16;
top_logic_kind;multiplexers;
ys.flops;8224;
swShare;25.0;%
clk_pin_slew;0.06;ns
fin_skew;0.0776;ns
met3_usage;47.2;%
crit_fanout;20;
tritoncts;built;
synthXorXnorAreaFrac;0.00242;%
io_pins;100;
min_period_over_period;158;%
post-route-drc-count;0;
enable_flop_cells;32;
cts_buffers;860;
yosysWarnings;2;
status;complete, but fails checks;
grt_usage;59.4;%
row_count;312;
clockPowerShare;45.2;%
lay_top_cells;dfrtp_1, mux2_2, buf_4;
netlist_instances;27501;
mux_share;25.5;%
fp.dieH;853;um
power_leakage;221;nW
ys_cells;27501;
layout_top_cell;dfrtp_1;
p_int;188;mW
drive_gt1_share;48.8;%
cp_slowest_stage_delay;1.42;ns
path_class;primary input to flop;
core_area;0.722;sq mm
antenna_found_initial;335;
cp.required;4.01;ns
ys_area;0.362;sq mm
fmax;211;MHz
simple_gate_share;6.33;%
syn_to_final_growth;25.3;%
holdWs;0.0259;ns
drt_iter0_drc;29414;
syn_avg_cell_area;13.2;sq um
drv_cap;1;
violations;max-capacitance violations, max-slew violations, negative setup slack;
hpwl;1480000;um
dp_slack;-3.58;ns
setup_slack;-1.74;ns
ant_nets;0;
start_kind;primary input;
die_w;853;um
grt_max_degree;121;
met1_usage;68.8;%
hold_viol;0;
first_pass_iters;10;
ff2ff_path_depth;7;
htreeDepth;6;
setup_viol;53;
fa_ha_area_share;0;%
ys_sh_aoi;7.99;%
rsz0062_at_grt;true;
vdd_drop_max;0.000771;V
ff_latch_area;0.206;sq mm
synthArstFlopShare;99.6;%
tool_warnings;89;
worstHoldPathType;primary input to flop;
clock_path_buffers;4;
cp_slowest_cell;nand4_1;
synth_cell_types;69;
use_met2;70.8;%
crit_chain;buf_6 -> buf_8 -> nor4b_2 -> buf_12 -> buf_8 -> buf_4 -> nand3_1 -> nand4_1 -> nor4_4 -> nand4_1 -> nor4_4 -> buf_12 -> a31oi_1;
synth_area;0.362;sq mm
io_buffers;75;
fill_cells;52081;
end_kind;flop;
holdPathStages;2;
logic_area;0.151;sq mm
p_switching;62.6;mW
p_seq_share;47.6;%
synth_seq_share;56.9;%
final_max_slew_viol_count;2;
gp_congestion;1.11;
initCoreUtil;50.2;%
grt_pass1_wl;2680000;um
ff_type;dfrtp_1;
grt_pass1_vias;279736;
vias;286663;
viasPerCell;7.05;
grt-ovfl-total;0;
top_usage_layer;met2;
cp.arrival;5.75;ns
p_comb_share;7.2;%
post-route-util;62.8;%
slew_headroom;-7.00;%
cts.sinks;8224;
wl_per_cell;50.6;um
clock_latency;1.29;ns
-- kinds of logic after synthesis --
group / count (synthesis)
DFF: 8224
muxes: 8205
and+or+nand+nor: 4228
AOI/OAI and AO/OA: 3871
buffers and inverters: 2972
xor gates and xnor gates: 1
-- cell usage after synthesis, types with 38 or more instances --
library cell | number | area, sq um
dfrtp_1 | 8192 | 205000
mux2_2 | 8166 | 92000
a22oi_1 | 2289 | 17200
nand3_1 | 1835 | 9180
clkbuf_1 | 1666 | 6250
buf_1 | 823 | 3090
nand4_1 | 602 | 3770
and3_1 | 474 | 2970
buf_2 | 447 | 2240
nand2_1 | 402 | 1510
o22ai_1 | 329 | 2060
a21oi_1 | 323 | 1620
nor4_1 | 276 | 1730
nor2_1 | 263 | 987
a22o_1 | 260 | 2280
a2111oi_0 | 159 | 1390
a32oi_1 | 130 | 1140
or4_1 | 112 | 841
a222oi_1 | 109 | 1090
nor3_1 | 96 | 480
a221oi_1 | 57 | 499
o211ai_1 | 43 | 323
and4_1 | 41 | 359
a31oi_1 | 38 | 238
mux2_1 | 38 | 428
-- metrics by stage --
step	std cells	power (mW)	TNS [ns]	area (sq um)
after floorplan	27501	129	-	362000
after global placement	38196	137	-4952.97	413000
after detailed placement	38208	138	-4929.18	413000
after CTS	40020	249	-5.39	449000
after global routing	40382	255	-13.22	453000
final	40684	250	-16.65	454000
-- per-layer routing --
layer / routed length, um / up-vias
met5: 15100 / -
met4: 213000 / 304
met2: 777000 / 21685
li1: - / 108847
met1: 667000 / 149276
met3: 387000 / 6551
-- cell type report --
type	instances	share of cell area (%)
antenna	544	0.300
clock buffer	1293	5.64
clock inverter	301	0.917
inverter	8	0.00745
multi-input combinational	16305	33.3
sequential	8224	45.4
tap	9577	2.64
timing repair buffer	4432	11.8
-- registers in the layout (all words and copies together), names as in the netlist --
name       cells
memory      8192
read_data     32
-- final timing paths --
check | start | end | slack (ns)
max | address[3] | read_data[29]$_DFFE_PP_ | -1.74
min | write_data[18] | memory[186][18]$_DFFE_PP0P_ | 0.03
max reg2reg | memory[135][29]$_DFFE_PP0P_ | read_data[29]$_DFFE_PP_ | -1.70
min reg2reg | memory[46][9]$_DFFE_PP0P_ | memory[46][9]$_DFFE_PP0P_ | 0.49
max in group asynchronous | reset | memory[106][20]$_DFFE_PP0P_ | 1.49
min in group asynchronous | reset | memory[205][12]$_DFFE_PP0P_ | 0.19
-- power by group through the flow --
stage | clock network (mW) | registers [mW] | logic, mW
4_1_cts | 113 | 119 | 17.3
6_report | 113 | 119 | 18.1
5_1_grt | 117 | 120 | 18.6
-- worst max-delay path: cells and delay by family --
kind	cells	cell delay, ns
buf+inv	6	1.12
simple gates	6	3.80
compound gates	1	0.07
-- what timing repair did --
action	CTS	global route
pin swaps	199	187
hold buffers	27	0
endpoints found under the setup margin	118	35
gates resized	841	380
endpoints found under the hold margin	411	0
cloned	12	13
setup buffers	200	125
Power and IR drop assume default switching activity.
